**design/flow/config.mk**
```make
export PLATFORM = sky130hd
export DESIGN_NAME = bridge_top
export DESIGN_NICKNAME = bridge_top
export VERILOG_FILES = /design/flow/design.v
export SDC_FILE = /design/flow/constraint.sdc
export NUM_CORES = 4
export LEC_CHECK = 1
export CORE_UTILIZATION = 30
```
**design/flow/constraint.sdc**
```tcl
current_design bridge_top

set clk_period 2.4
set clk_io_pct 0.2

create_clock -name clk0 -period $clk_period [get_ports {hclk}]

set non_clock_inputs [all_inputs -no_clocks]
set_input_delay [expr $clk_period * $clk_io_pct] -clock clk0 $non_clock_inputs
set_output_delay [expr $clk_period * $clk_io_pct] -clock clk0 [all_outputs]
```
**design/flow/design.v**
```verilog
module ahb_slave_interface(
    input hclk,hresetn,hwrite,hready_in, 
    input [1:0] htrans,
    input [31:0] haddr,hwdata, 
    output reg valid,hwritereg,hwritereg_1, 
    output [1:0] hresp,
    output reg [2:0] temp_selx,
    output reg [31:0] haddr_1,haddr_2,hwdata_1,hwdata_2,  
    output [31:0] hrdata, 
    input [31:0] prdata
);
    always @(posedge hclk)
    begin 
        if(!hresetn)
        begin
            haddr_1<=0;
            haddr_2<=0;
        end
        else 
        begin
            haddr_1<=haddr;
            haddr_2<=haddr_1;
        end
    end
    always @(posedge hclk)
    begin 
        if(!hresetn)
            begin
                hwdata_1<=0;
                hwdata_2<=0;
            end
        else 
            begin
                hwdata_1<=hwdata;
                hwdata_2<=hwdata_1;
            end
    end
    always @(posedge hclk)
    begin 
        if(!hresetn)
            begin
                hwritereg<=0;
                hwritereg_1<=0;
            end
        else 
            begin
                hwritereg<=hwrite;
                hwritereg_1<=hwritereg; 
            end
    end
    always @(*)
    begin
        valid=1'b0;
        if(hready_in==1 && haddr>=32'h0000_0000 && haddr<32'h8c00_0000 && htrans==2'b10||htrans==2'b11)
            valid=1;
        else
            valid=0;
    end
    always @(*)
    begin
        temp_selx=3'b000;
        if ( haddr>=32'h0000_0000 && haddr<32'h8400_0000)
            temp_selx=3'b001;
        if ( haddr>=32'h8400_0000 && haddr<32'h8800_0000)
            temp_selx=3'b010;
        if ( haddr>=32'h8800_0000 && haddr<=32'h8c00_0000)
            temp_selx=3'b000;
    end
    assign hrdata=prdata;
    assign hresp=2'b10;
endmodule
module apb_controller (
    input hclk,hresetn,hwrite_reg,hwrite,valid,
    input [31:0]haddr,hwdata,hwdata1,hwdata2,haddr1,haddr2,pr_data, 
    input [2:0] temp_selx, 
    output reg penable, pwrite, 
    output reg hr_readyout,
    output reg [2:0] psel, 
    output reg [31:0] paddr,pwdata
);
    localparam  ST_IDLE=3'b000,
                ST_READ=3'b001,
                ST_RENABLE=3'b010,
                ST_WWAIT=3'b011,
                ST_WRITE=3'b100,
                ST_WRITEP=3'b101,
                ST_WENABLE=3'b110,
                ST_WENABLEP=3'b111;
    reg [2:0] PS,NS;
    reg penable_temp,pwrite_temp,hr_readyout_temp;
    reg [2:0] psel_temp;
    reg [31:0] paddr_temp,pwdata_temp;
    always @(posedge hclk)
    begin
    if (!hresetn)
        PS<=ST_IDLE;
    else
        PS<=NS;
    end
    always @(*)
    begin
        NS=ST_IDLE;
        case(PS)
            ST_IDLE : begin
                if(valid==1&&hwrite==1)
                    NS=ST_WWAIT;
                else if(valid==1&&hwrite==0)
                    NS=ST_READ;
                else if(valid==0)
                    NS=ST_IDLE;
            end
            ST_READ: begin 
                NS=ST_RENABLE;
            end
            ST_RENABLE: begin
                if(valid==1&&hwrite==1)
                    NS=ST_WWAIT;
                else if(valid==1&&hwrite==0)
                    NS=ST_READ;
                else if(valid==0)
                    NS=ST_IDLE;
            end
            ST_WWAIT: begin
                if (valid==1)
                    NS=ST_WRITEP;
                else if(valid==0)
                    NS=ST_WRITE;
            end
            ST_WRITE: begin
                if (valid==1)
                    NS=ST_WENABLEP;
                else if(valid==0)
                    NS=ST_WENABLE;
            end
            ST_WRITEP: NS=ST_WENABLEP;
            ST_WENABLEP: begin
                if (valid==1&&hwrite_reg==1)
                    NS=ST_WRITEP;
                else if (valid==0&&hwrite_reg==1)
                    NS=ST_WRITE;
                else if(hwrite_reg==0)
                    NS=ST_READ;
            end
            ST_WENABLE: begin
                if (valid==1 && hwrite==1)
                    NS=ST_WWAIT;
                else if (valid==1 && hwrite==0)
                    NS=ST_READ;
                else
                    NS=ST_IDLE;
            end
            endcase
    end
    always @(*)
    begin
        case(PS)
        ST_IDLE: 
        begin
            if(valid==1&&hwrite==0)
            begin
                paddr_temp=haddr;
                pwrite_temp=hwrite;
                psel_temp=temp_selx;
                penable_temp=0;
                hr_readyout_temp=0;
            end
        else if(valid==1&&hwrite==1)
            begin
                psel_temp=0;
                penable_temp=0;
                hr_readyout_temp=1;
            end 
        else
            begin
                psel_temp=0;
                penable_temp=0;
                hr_readyout_temp=1;
            end
        end
        ST_READ: 
        begin
            penable_temp=1;
            hr_readyout_temp=1;
        end
        ST_RENABLE: 
        begin
            if(valid==1&&hwrite==0)
            begin
                paddr_temp=haddr;
                pwrite_temp=hwrite;
                psel_temp=temp_selx;
                penable_temp=0;
                hr_readyout_temp=0;
            end
        else if(valid==1&&hwrite==1)
            begin
                psel_temp=0;
                penable_temp=0;
                hr_readyout_temp=1;
            end 
        else
            begin
                psel_temp=0;
                penable_temp=0;
                hr_readyout_temp=1;
            end
        end
        ST_WWAIT: 
        begin
            paddr_temp=haddr1;
            pwdata_temp=hwdata;
            pwrite_temp=hwrite;
            psel_temp=temp_selx;
            penable_temp=0;
            hr_readyout_temp=0;
        end
        ST_WRITE:
        begin
            penable_temp=1;
            hr_readyout_temp=1; 
        end
        ST_WRITEP:
        begin
            penable_temp=1;
            hr_readyout_temp=1; 
        end
        ST_WENABLE:
        begin
            hr_readyout_temp=1; 
            penable_temp=0;
            psel_temp=0;
        end
        ST_WENABLEP:
        begin
            paddr_temp=haddr2;
            hr_readyout_temp=0; 
            pwdata_temp=hwdata; 
            penable_temp=1; 
        end
        endcase
    end
    always @(posedge hclk)
    begin
        if(!hresetn)
        begin
            paddr<=0;
            pwdata<=0;
            pwrite<=0;
            psel<=0;
            penable<=0;
            hr_readyout<=1;
        end
        else
        begin
            paddr<=paddr_temp;
            pwdata<=pwdata_temp;
            pwrite<=pwrite_temp;
            psel<=psel_temp;
            penable<=penable_temp;
            hr_readyout<=hr_readyout_temp;
        end
    end
endmodule
module bridge_top(
    input hclk,hresetn,hwrite,hready_in,
    input [1:0] htrans,
    input [31:0] haddr,hwdata,prdata,
    output penable, pwrite, hr_readyout,
    output [2:0] psel, 
    output [1:0] hresp, 
    output [31:0] paddr,pwdata,hrdata
    );
    wire [31:0] hwdata_1,hwdata_2,haddr_1,haddr_2;
    wire valid;
    wire [2:0] temp_selx;
    wire hwritereg,hwritereg_1;
    ahb_slave_interface ahb_sl (hclk,hresetn,hwrite,hready_in,htrans,haddr,hwdata,valid,hwritereg,hwritereg_1,hresp,temp_selx,haddr_1,haddr_2,hwdata_1,hwdata_2,hrdata,prdata);
    apb_controller apb_c (hclk,hresetn,hwritereg,hwrite,valid,haddr,hwdata,hwdata_1,hwdata_2,haddr_1,haddr_2,prdata,temp_selx,penable,pwrite,hr_readyout,psel,paddr,pwdata);
endmodule
```
**design/flow/run.sh**
```bash
#!/bin/bash
# OpenROAD 26Q1-2900-gdf79404cd8, Yosys 0.63+post, stock flow scripts
make -C /OpenROAD-flow-scripts/flow DESIGN_CONFIG=/design/flow/config.mk WORK_HOME=/design/flow/orfs finish
```
==> results.yml <==
# generated from flow reports
status:
  status: "finished, final reports clean"
pwr:
  cell_internal_pwr_mw: 4.49
  p_sw_mw: 1.17
  seq_power_share_pct: 47.0
  ir_drop_mv: 0.403
  power.share.clock_pct: 45.2
  combPwrFrac_pct: 7.8
  switching_share_pct: 20.6
  power.density_nw_per_um2: 730
  leakage_nw: 3.31
synthesis:
  synth_flops: 209
  flop_cell: "dfxtp_1"
  async_flop_share_pct: 0
  yosysWarnings: 2
  synth_cells: 540
  syn_avg_cell_area_um2: 10.7
  netlist-cell-type-count: 31
  edf_count: 0
  yosys_area_um2: 5780
  ys_cells: 540
  synth_area_um2: 5780
clock_tree:
  htree_num_levels: 4
  cts_buffers: 17
  hold_buffers: 0
  cts_resized: 0
  clk_pin_slew_worst_paths_ps: 60
  root_buffer: "clkbuf_16"
  cts_tree: "yes"
  post_cts_buffers: 0
  clock_path_buffers: 2
  clock_latency_ps: 410
die:
  fp-row-count: 50
  fp.dieW_um: 141
  ioPinCount: 206
  fp_util_pct: 30.8
  die_h_um: 141
  dieArea_um2: 19800
  fp.coreArea_um2: 18800
route:
  drt_iter0_markers: 181
  num_antenna_cells: 0
  wirelength_met1_mm: 5.45
  detail-route-antenna-nets: 0
  met2_length_mm: 5.31
  via_per_inst: 4.28
  drt-total-wl_mm: 11.7
  wl_met3_um: 701
  vias: 3810
  drc: 0
  routedWlPerCell_um: 13.1
  top_layer: "met4"
  drt_first_pass_iters: 4
cells_and_area:
  area_growth_pct: 34.1
  layout-drive-gt1-share_pct: 7.15
  fillers: 1733
  seq_area_um2: 3850
  comb_area_um2: 1570
  final_util_pct: 41.3
critical_path:
  end_kind: "output port"
  critPathMaxFanout: 1
  cp.required_ps: 1920
  worst_path_max_delay_cell: "clkdlybuf4s50_1"
  critPathTopFamily: "buffers and inverters"
  r2r_end: "apb_c.hr_readyout"
  r2r_slack_ps: 1130
  worstPathArrival_ps: 1200
  cp.buffers_inverters: 1
  rr_worst_depth: 4
  path_cells: "clkdlybuf4s50_1"
  crit_type: "reg -> out"
  startpoint_type: "register"
  cpPeakStageDelay_ps: 490
  r2r-start: "apb_c.PS[1]"
job:
  tool_warnings: 25
  max_cap_violations: 0
timing:
  setup_viol: 0
  untimed_endpoints: 67
  fin_skew_ps: 6.32
  rsz0062_at_grt: "false"
  slew_headroom_pct: 38.7
  holdWs_ps: 438
  finalCritPeriodShare_pct: 70.1
  fmax_ghz: 0.594
  fin_crit_ps: 1680
  maxSlewViolCount: 0
  timing.final.ws_setup_ps: 717
  tns_ps: 0
  hold_viol: 0
  unclocked_regs: 67
  worst_slew_pin_slew_ps: 917
global_routing:
  grt_pass1_wl_mm: 19.4
  antenna_found_initial: 0
  grt_max_degree: 66
  grt_pass1_vias: 3778
  grtUsageTotal_pct: 12.6
  grt.overflow.total: 0
placed_design:
  gp_congestion: 0.815
  hpwl_mm: 7.56
  io_buffers: 138
  pre_cts_ws_ps: 322
hold_path:
  hold_depth: 1
  hold_end: "apb_c.PS[4]"
  hold_path_class: "reg -> reg"
  hp-start: "ahb_sl.hwritereg"
## synthesized netlist by cell type, types with 2 or more instances
| cell type | count | share of area [%] |
|---|---|---|
| a21oi_1 | 2 | 0.17 |
| a22oi_1 | 32 | 4.2 |
| and2_1 | 133 | 14 |
| buf_4 | 35 | 4.5 |
| clkbuf_1 | 25 | 1.6 |
| conb_1 | 2 | 0.13 |
| dfxtp_1 | 142 | 49 |
| dlxtn_1 | 67 | 17 |
| nand2_1 | 69 | 4.5 |
| nand2b_1 | 2 | 0.22 |
| nor2_1 | 5 | 0.32 |
| nor3_1 | 3 | 0.26 |
| nor3b_1 | 3 | 0.39 |
| o21ai_0 | 3 | 0.26 |
## cell type report
type | count | share of cell area (%)
Clock buffer | 21 | 6.08
Multi-Input combinational cell | 270 | 20.3
Inverter | 1 | 0.0485
Timing Repair Buffer | 146 | 18.6
Tap cell | 234 | 3.78
Sequential cell | 209 | 49.7
Clock inverter | 10 | 1.47
## stage by stage
| step | cells | cell area [um2] | power [mW] |
|---|---|---|---|
| floorplan | 541 | 5780 | 2.88 |
| global route | 891 | 7740 | 5.89 |
| CTS | 891 | 7740 | 5.73 |
| global placement | 860 | 7160 | 3.14 |
| detailed placement | 860 | 7160 | 3.15 |
| finish | 891 | 7740 | 5.65 |
## worst max path at each step
stage	start	to	slack, ps	depth (start not counted)
final	apb_c.paddr[31]	paddr[31]	720	1
after global routing	haddr[30]	apb_c.PS[0]	640	5
after CTS	apb_c.pwdata[28]	pwdata[28]	680	1
## flip-flops by register name (all words and copies together) (netlist names), 8 cells and up
| register | count |
|---|---|
| apb_c.paddr | 32 |
| ahb_sl.haddr_1 | 32 |
| apb_c.PS | 8 |
| apb_c.paddr_temp | 32 |
| ahb_sl.haddr_2 | 32 |
| apb_c.pwdata | 32 |
| apb_c.pwdata_temp | 32 |
## routing by layer
metal / vias to the layer above / GRT usage, %
met3: 24 / 2.94
met2: 116 / 19.6
li1: 1889 / -
met5: - / 0
met1: 1781 / 18.5
met4: 0 / 2.29
## cell usage in the layout (no fill, tap or decap), types with 2 or more instances in the layout
cell	Yosys	final
clkbuf_8	0	3
a21oi_1	2	2
bufinv_16	0	2
clkinv_4	0	3
o21ai_0	3	3
nand2b_1	2	2
nand2_1	69	69
clkbuf_16	0	17
conb_1	2	3
and2_1	133	133
nor3b_1	3	3
dfxtp_2	0	2
clkinv_2	0	4
nor3_1	3	3
clkdlybuf4s50_1	0	137
a22oi_1	32	32
nor2_1	5	4
buf_4	35	9
dlxtn_1	67	67
dfxtp_1	142	140
## power groups by stage
stage	Clock, mW	Combinational (mW)	Sequential, mW
5_1_grt	2.73	0.493	2.67
6_report	2.56	0.442	2.65
4_1_cts	2.62	0.452	2.65
## kinds of logic after synthesis
group                  Yosys count  share of synthesized area [%]
buffers and inverters           62                           6.33
DFF                            142                           49.2
AOI/OAI and AO/OA               47                           6.24
latches                         67                           17.5
and+or+nand+nor                220                           20.7
other                            2                          0.130
Power figures rest on the tool's default switching activity, not on a simulated workload.
